===== design.v =====
module keypad( 
input clk,
input reset,
output reg [3:0] row,
input [3:0] col,          
output reg [6:0] seg7   
); 
    reg [1:0] scan_state;
    reg [19:0] scan_counter;
    reg [3:0] key_value;
    reg [3:0] last_key_value;
    reg key_pressed;
    reg [6:0] seg_map [0:15]; 
    initial begin 
    seg_map[0]  = 7'b1000000;  
    seg_map[1]  = 7'b1111001;  
    seg_map[2]  = 7'b0100100;  
    seg_map[3]  = 7'b0110000;  
    seg_map[4]  = 7'b0011001;  
    seg_map[5]  = 7'b0010010;  
    seg_map[6]  = 7'b0000010;  
    seg_map[7]  = 7'b1111000;  
    seg_map[8]  = 7'b0000000;  
    seg_map[9]  = 7'b0010000;  
    seg_map[10] = 7'b0001000;  
    seg_map[11] = 7'b0000011;  
    seg_map[12] = 7'b1000110;  
    seg_map[13] = 7'b0100001;  
    seg_map[14] = 7'b0000110;  
    seg_map[15] = 7'b0001110;  
    end 
    always @(posedge clk or posedge reset) begin 
        if (reset) begin 
            row <= 4'b1110;
            scan_state <= 2'b00;
            scan_counter <= 20'd0;
            key_value <= 4'd0; 
            last_key_value <= 4'd0;
            key_pressed <= 1'b0; 
            seg7 <= 7'b1111111; 
        end else begin  
            scan_counter <= scan_counter + 1; 
            if (scan_counter == 20'd999_999) begin  
                scan_counter <= 0; 
                case (scan_state) 
                    2'b00: row <= 4'b1110; 
                    2'b01: row <= 4'b1101; 
                    2'b10: row <= 4'b1011;
                    2'b11: row <= 4'b0111; 
                endcase 
                scan_state <= scan_state + 1; 
                if (col != 4'b1111) begin 
                    key_pressed <= 1'b1;
                    case ({row, col}) 
                        8'b1110_1110: key_value <= 4'd1;  
                        8'b1110_1101: key_value <= 4'd2;  
                        8'b1110_1011: key_value <= 4'd3;  
                        8'b1110_0111: key_value <= 4'd4;  
                        8'b1101_1110: key_value <= 4'd5;  
                        8'b1101_1101: key_value <= 4'd6;  
                        8'b1101_1011: key_value <= 4'd7;  
                        8'b1101_0111: key_value <= 4'd8;  
                        8'b1011_1110: key_value <= 4'd9;  
                        8'b1011_1101: key_value <= 4'd10;  
                        8'b1011_1011: key_value <= 4'd11;  
                        8'b1011_0111: key_value <= 4'd12;  
                        8'b0111_1110: key_value <= 4'd13;  
                        8'b0111_1101: key_value <= 4'd14;  
                        8'b0111_1011: key_value <= 4'd15;  
                        8'b0111_0111: key_value <= 4'd0;  
                        default: key_value <= last_key_value;
                    endcase 
                end else begin 
                    key_pressed <= 1'b0;  
                end 
            end 
            if (key_pressed) begin 
                last_key_value <= key_value;
                seg7 <= seg_map[key_value]; 
            end else begin 
                seg7 <= seg_map[last_key_value];
            end 
        end 
    end 
endmodule

===== run.sh =====
#!/bin/bash
# OpenROAD 26Q1-2900-gdf79404cd8, Yosys 0.63+post, stock flow scripts
make -C /OpenROAD-flow-scripts/flow DESIGN_CONFIG=/design/flow/config.mk WORK_HOME=/design/flow/orfs finish

===== config.mk =====
export PLATFORM = sky130hd
export DESIGN_NAME = keypad
export DESIGN_NICKNAME = keypad
export VERILOG_FILES = /design/flow/design.v
export SDC_FILE = /design/flow/constraint.sdc
export NUM_CORES = 4
export LEC_CHECK = 1
export CORE_UTILIZATION = 40

===== constraint.sdc =====
current_design keypad

set clk_period 3.0
set clk_io_pct 0.2

create_clock -name clk0 -period $clk_period [get_ports {clk}]

set non_clock_inputs [all_inputs -no_clocks]
set_input_delay [expr $clk_period * $clk_io_pct] -clock clk0 $non_clock_inputs
set_output_delay [expr $clk_period * $clk_io_pct] -clock clk0 [all_outputs]

==> run summary <==
WL met2 = 1.785 mm
Setup WS post-layout = 0.8709 ns
Worst hold path class = flop to flop
Maximum vdd drop = 267.9 uV
CP Cell Sequence = clkdlybuf4s50_1 -> nand2_1 -> nor2_1 -> nor4_2 -> o2111a_1 -> a21oi_1
Startpoint Class = primary input
Yosys adder share = 5.920%
Cells in synth_stat.txt = 235
Max cap viols = 0
Reg-to-reg startpoint = key_pressed
Via/cell ratio = 5.183
CP Data Required Time = 3.18 ns
Worst slew margin = 50.32%
Final wirelength = 4.094 mm
Power density over cell area = 460.3 mW/mm2
Main flop type = dfrtp_1
Final tally of setup violations = 0
CTS Hold Buffers Added = 0
FFs w/ async S/R, synth = 100.0%
Global-route wire length before repair = 7.590 mm
Via count of the first global-routing pass = 1,616
DR WL/cell = 12.71 um
Detailed Routing Iterations Pass 1 = 4
CTS Sinks = 42
Max Fclk = 469.7 MHz
DIE HEIGHT = 78.24 um
Clock Skews = 0.008556 ns
EDFF count, synth = 0
Largest net degree at the start of global routing = 43
Hold Path Sink = scan_counter[19]
CTS tree = done
Area Growth Syn to Fin = 15.45%
WP data arrival = 2.31 ns
Static Leak = 1.204 nW
Post-synthesis xor/xnor area fraction = 8.288%
Routability congestion estimate = 0.8511
Status = completed
Residual DRC = 0
Crit path largest cell delay = 0.59 ns
Hold path cells = 1
Chip area = 0.006121 mm2
Clock-pin transition on the worst setup and hold timing paths = 0.08 ns
Hold_sp = scan_counter[19]
Clk ins delay skew pair = 0.30 ns
Post-DP HPWL = 2.922 mm
DR WL met3 = 99 um
Core footprint = 0.005540 mm2
Yosys reg bits = 42
Reg2reg end = seg7[5]
Remaining global-route overflow = 0
PortBufs = 16
Total number of vias = 1,669
Fin. max-slew vios = 0
Synth Cell Area = 0.002325 mm2
Postcts setup bufs = 0
FILL cells = 534
Post-synth seq share = 45.75%
Setup_tns = 0 ns
Antenna violations before repair = 0
CP delay by family, top = simple AND/OR/NAND/NOR gates
CP endpoint kind = flop
CP max-delay cell = clkdlybuf4s50_1
Distinct lib cells used = 53
Simple-Gate Area Share = 23.30%
Pre-CTS WS = 0.6046 ns
Finished Cell Area = 0.002684 mm2
Period minus WS final = 2.129 ns
Ant diodes = 0
Worst-case reg-to-reg path depth = 6
Number of antenna-violating nets in the routed design = 0
CTS Buf Count = 5
Kind of critical path = primary input to flop
Synth Instances = 235
Root buf cell = clkbuf_8
Yosys stat area = 0.002325 mm2
Syn Area/Cell = 9.892 um2
Share of cells above drive strength 1 = 11.60%
Max Fanout on Critical Path = 11
WL met1 = 2.160 mm
DR iter-0 viols = 69
Htree depth = 2
WP buf/inv = 1
Synthesis warning total = 1
Boundary pin count = 17
Dominant comb cell = simple AND/OR/NAND/NOR gates
Total tool warning count = 33
Top sig layer = met4
Max Root-Sink Buffers = 2
Worst Tran Pin Value = 0.7425 ns
Rows = 27
Initial Utilization = 41.96%
Final hold vios = 0
Period utilisation layout = 70.97%
Post-CTS resize count = 0
Placed cell area = 0.002541 mm2
Setup slack, reg-to-reg = 1.07 ns
AND-OR/OR-AND Cells, Area Fraction = 9.688%
GRT Util Overall = 15.72%
Die width = 78.24 um
Area fraction in mux cells = 3.660%
RSZ-0062 raised after global routing = no
==> registers in the layout, summed over array words and instances, names as in the netlist <==
name            cells
seg7                7
key_pressed         1
row                 4
scan_state          2
last_key_value      4
scan_counter       20
key_value           4
==> placed cells by master (no fill, tap or decap), types with 2 or more instances in the layout <==
cell | Yosys | routed
o21ai_1 | 4 | 4
inv_1 | 9 | 9
nand4_1 | 7 | 7
a22o_1 | 2 | 2
clkbuf_8 | 0 | 6
clkdlybuf4s50_1 | 0 | 16
dfstp_2 | 10 | 10
nor4_1 | 2 | 2
mux2i_1 | 6 | 6
xor2_1 | 10 | 10
nor2_1 | 23 | 23
and4_1 | 2 | 2
a21oi_1 | 6 | 6
dfrtp_1 | 32 | 32
nand3_1 | 10 | 10
a211oi_1 | 2 | 2
bufinv_16 | 0 | 2
a41oi_1 | 3 | 3
nor3_1 | 3 | 3
nand2_1 | 30 | 30
a31oi_1 | 3 | 3
ha_1 | 11 | 11
nand4b_1 | 2 | 2
xnor2_1 | 12 | 12
a32o_1 | 2 | 2
and3b_1 | 2 | 2
o21ai_0 | 2 | 2
and3_1 | 4 | 4
==> metal layers <==
layer | track usage, % | vias to the layer above
met5 | 0 | -
met1 | 25.90 | 792
met4 | 1.481 | 0
met2 | 23.42 | 16
li1 | - | 855
met3 | 2.479 | 6
==> metrics by stage <==
step	std cells	hold slack, ns	utilization [%]	total power, mW
after floorplan	235	0.4374	-	0.6566
after global placement	314	0.4608	45.87	0.6924
after detailed placement	314	0.4667	45.87	0.6922
after CTS	322	0.4787	48.44	1.246
after global routing	322	0.4936	48.44	1.283
final	322	0.4771	48.44	1.235
==> worst reg2reg max path: cells and delay by family, from the launching register on <==
family / cells / cell delay (ns)
multiplexers: 1 / 0.54
flip-flops: 1 / 0.49
AND-OR/OR-AND: 2 / 0.27
adder cells (fa/ha/maj): 1 / 0.26
buffers and inverters: 1 / 0.20
AND/OR/NAND/NOR: 1 / 0.10
==> where the power goes <==
| part | switching, mW | internal, mW | total, mW |
|---|---|---|---|
| registers | 0.00579 | 0.587 | 0.593 |
| clock network | 0.200 | 0.355 | 0.555 |
| logic | 0.0457 | 0.0409 | 0.0866 |
| total | 0.252 | 0.983 | 1.24 |
==> logic make-up (layout without fill, tap and decap cells) <==
logic type	count (synthesis)	count (layout)
muxes	8	8
AOI/OAI and AO/OA	32	32
buffers and inverters	20	35
xor gates and xnor gates	22	22
DFF	42	42
and+or+nand+nor	100	100
adders and majority gates	11	11
==> layout make-up <==
class	instances	area [um2]	area share [%]
clock inverters	2	60.06	2.238
well taps	72	90.09	3.357
clock buffers	6	82.58	3.077
inverters	10	37.54	1.399
repair buffers	17	167.7	6.247
multi-input cells	173	1182	44.06
flip-flops and latches	42	1064	39.63
==> how the worst max path moves through the flow <==
| stage | from | endpoint | slack [ns] | cells past startpoint |
|---|---|---|---|---|
| final | col[2] | key_value[2] | 0.87 | 6 |
| after global routing | col[3] | key_value[2] | 0.78 | 5 |
| after CTS | col[2] | key_value[2] | 0.91 | 6 |
==> Yosys cell counts (all sizes together) (4+ instances only) <==
master | count | share of area (%)
dfstp | 10 | 11
a21oi | 6 | 1.3
mux2i | 7 | 3.2
xor2 | 10 | 3.8
clkbuf | 7 | 1.1
ha | 11 | 5.9
o21ai | 6 | 1.3
inv | 10 | 1.6
nand4 | 7 | 1.9
nand3 | 11 | 2.6
nor4 | 4 | 2.0
nor2 | 23 | 3.7
dfrtp | 32 | 34
and3 | 4 | 1.1
xnor2 | 12 | 4.5
nand2 | 31 | 5.1
Power is estimated from default activity; no workload was simulated.
